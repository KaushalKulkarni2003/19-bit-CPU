===== flow/design.v =====
module ALU(
    input [18:0] A,
    input [18:0] B,
    output [18:0] Result,
    input [4:0] ALUControl,
    output Negative
);
wire [18:0] Sum, Diff, Prod, Quot;
wire [37:0] mult_full;
wire [18:0] AndOp, OrOp, XorOp, NotOp, Inc, Dec;
assign Sum = A + B;
assign Diff = A - B;
assign mult_full = A*B;
assign Prod = mult_full[18:0];
assign Quot = (B!=0)? (A/B): 19'b0;
assign AndOp = A & B;
assign OrOp = A | B;
assign XorOp = A ^ B;
assign NotOp = ~A;
assign Inc = A + 1;
assign Dec = A -1;
assign Result = (ALUControl == 5'b00000)? Sum:
                (ALUControl == 5'b00001)? Diff:
                (ALUControl == 5'b00010)? Prod:
                (ALUControl == 5'b00011)? Quot:
                (ALUControl == 5'b00100)? Inc:
                (ALUControl == 5'b00101)? Dec:
                (ALUControl == 5'b00110)? AndOp:
                (ALUControl == 5'b00111)? OrOp:
                (ALUControl == 5'b01000)? XorOp:
                (ALUControl == 5'b01001)? NotOp:
                (ALUControl == 5'b01010)? 19'd0:  
                (ALUControl == 5'b01011)? 19'd0:  
                (ALUControl == 5'b01100)? 19'd0:  
                19'd0;
assign Negative = Result[18];
endmodule

===== flow/config.mk =====
export PLATFORM = sky130hd
export DESIGN_NAME = ALU
export DESIGN_NICKNAME = ALU
export VERILOG_FILES = /design/flow/design.v
export SDC_FILE = /design/flow/constraint.sdc
export NUM_CORES = 4
export LEC_CHECK = 1
export CORE_UTILIZATION = 30

===== flow/constraint.sdc =====
current_design ALU

set clk_period 94.1
set clk_io_pct 0.2

create_clock -name clk0 -period $clk_period

set non_clock_inputs [all_inputs -no_clocks]
set_input_delay [expr $clk_period * $clk_io_pct] -clock clk0 $non_clock_inputs
set_output_delay [expr $clk_period * $clk_io_pct] -clock clk0 [all_outputs]

===== flow/run.sh =====
#!/bin/bash
# OpenROAD 26Q1-2900-gdf79404cd8, Yosys 0.63+post, stock flow scripts
make -C /OpenROAD-flow-scripts/flow DESIGN_CONFIG=/design/flow/config.mk WORK_HOME=/design/flow/orfs finish

==> impl_metrics.xml <==
<?xml version="1.0" encoding="UTF-8"?>
<metrics>
  <group name="yosys">
    <metric name="synth.yosys.num_cells" unit="">2623</metric>
    <metric name="synth_chip_area" unit="sq mm">0.0188</metric>
    <metric name="ys.warnings.count" unit="">0</metric>
    <metric name="seq_area_frac_synth" unit="%">0</metric>
    <metric name="synth.cell_area" unit="sq mm">0.0188</metric>
    <metric name="synth.distinct_cells" unit="">95</metric>
    <metric name="post_synth.cell_area_avg" unit="sq um">7.17</metric>
    <metric name="syn_inst" unit="">2623</metric>
  </group>
  <group name="power">
    <metric name="power.internal" unit="uW">125</metric>
    <metric name="power.static_leakage" unit="nW">9.35</metric>
    <metric name="sw_frac_of_total" unit="%">59.1</metric>
    <metric name="total_switching_power" unit="uW">180</metric>
    <metric name="power.share.sequential" unit="%">0</metric>
    <metric name="pwr_density_cell" unit="mW/mm^2">14.8</metric>
    <metric name="clock_power_share" unit="%">0</metric>
    <metric name="power.ir.vdd_worst" unit="mV">0.0144</metric>
    <metric name="combinationalPowerShare" unit="%">100.0</metric>
  </group>
  <group name="die">
    <metric name="dieHeight" unit="um">252</metric>
    <metric name="io-pin-count" unit="">63</metric>
    <metric name="initial_core_util" unit="%">30.4</metric>
    <metric name="fp.dieArea" unit="sq mm">0.0637</metric>
    <metric name="core.rowCount" unit="">91</metric>
    <metric name="floorplan.core_area" unit="sq mm">0.0618</metric>
    <metric name="die_width" unit="um">252</metric>
  </group>
  <group name="sta">
    <metric name="slew_viol_final" unit="">0</metric>
    <metric name="setup-violations-final" unit="">0</metric>
    <metric name="grt_setup_unrepaired" unit="">no</metric>
    <metric name="achievable_clock_frequency" unit="MHz">12.7</metric>
    <metric name="timing.final.hold_violations" unit="">0</metric>
    <metric name="final.period_utilization" unit="%">83.4</metric>
    <metric name="worst_hold_slack" unit="ns">38.97</metric>
    <metric name="finalCriticalPeriod" unit="ns">78.52</metric>
    <metric name="total_negative_setup_slack" unit="ns">0</metric>
    <metric name="pin_slew_with_the_least_headroom_to_its_limit" unit="ns">1.07</metric>
    <metric name="fin_ws" unit="ns">15.58</metric>
    <metric name="slew_headroom" unit="%">27.8</metric>
  </group>
  <group name="detailed_routing">
    <metric name="drt_first_pass_iters" unit="">6</metric>
    <metric name="route.final.wire_length" unit="um">71500</metric>
    <metric name="avgRoutedWirePerCell" unit="um">20.6</metric>
    <metric name="detail_route.vias_per_cell" unit="">5.55</metric>
    <metric name="route.antenna.diode_count" unit="">0</metric>
    <metric name="route.vias.total" unit="">19300</metric>
    <metric name="initialDrtViolationCount" unit="">1524</metric>
    <metric name="post-route-drc-count" unit="">0</metric>
    <metric name="ant_nets" unit="">0</metric>
  </group>
  <group name="grt">
    <metric name="globalRouteTotalUtil" unit="%">22.8</metric>
    <metric name="grt_start_max_net_pins" unit="">78</metric>
    <metric name="wire_length_of_the_first_global_routing_pass" unit="um">109000</metric>
    <metric name="gr_ovfl_total" unit="">0</metric>
    <metric name="number_of_antenna_violations_at_the_first_check_in_global_routing" unit="">1</metric>
    <metric name="first_global_vias" unit="">17900</metric>
  </group>
  <group name="final_layout">
    <metric name="n_fill_cell" unit="">6540</metric>
    <metric name="fin_util" unit="%">33.3</metric>
    <metric name="post_route_cells_drive_above_1_share" unit="%">6.11</metric>
    <metric name="area_delta_synth_final" unit="%">9.32</metric>
    <metric name="count_of_flip_flops_and_latches" unit="">0</metric>
    <metric name="layoutNonFillerInstCount" unit="">3472</metric>
    <metric name="flop_area" unit="sq um">0</metric>
    <metric name="clockBufferCount" unit="">0</metric>
  </group>
  <group name="worst_setup_path">
    <metric name="critical_path.startpoint_type" unit="">input pin</metric>
    <metric name="worst_path_slowest_cell" unit="">sky130_fd_sc_hd__o31ai_1</metric>
    <metric name="endpoint_kind" unit="">primary output</metric>
    <metric name="cp_slowest_stage_delay" unit="ns">0.91</metric>
    <metric name="cp_required" unit="ns">75.28</metric>
    <metric name="timing.critical_path.mode_cell" unit="">sky130_fd_sc_hd__ha_1</metric>
    <metric name="setup.worst_path.class" unit="">in -&gt; out</metric>
    <metric name="crit_fanout" unit="">29</metric>
    <metric name="worstPathArrival" unit="ns">59.71</metric>
  </group>
  <group name="clock_network">
    <metric name="cts.hold.buffers_added" unit="">0</metric>
    <metric name="postCtsSetupBuffers" unit="">0</metric>
    <metric name="cts-resized-gates" unit="">0</metric>
  </group>
  <group name="run">
    <metric name="warnings" unit="">75</metric>
    <metric name="max-cap-violations" unit="">0</metric>
  </group>
  <group name="placement">
    <metric name="dp_cells" unit="">3472</metric>
    <metric name="place_congestion" unit="">1.04</metric>
    <metric name="io_buffer_count" unit="">63</metric>
    <metric name="detailedPlacementHpwl" unit="um">56100</metric>
    <metric name="worst_setup_slack_before_clock_tree_synthesis" unit="ns">16.24</metric>
  </group>
  <group name="min_path">
    <metric name="hold_path.class" unit="">in -&gt; out</metric>
  </group>
  <group name="status">
    <metric name="outcome" unit="">finished, final reports clean</metric>
  </group>
</metrics>
-- Yosys cell counts (all sizes together) (32+ instances only) --
| library cell | count | share of area, % |
|---|---|---|
| clkbuf | 100 | 2.0 |
| xor2 | 53 | 2.5 |
| inv | 258 | 5.1 |
| nor3 | 76 | 2.1 |
| fa | 125 | 13 |
| o21ai | 133 | 3.6 |
| nor2 | 233 | 4.6 |
| nand2 | 278 | 5.5 |
| o21a | 62 | 2.5 |
| xnor2 | 133 | 6.2 |
| nand3 | 57 | 1.5 |
| a21oi | 182 | 4.9 |
| ha | 314 | 21 |
| or3 | 32 | 1.1 |
| a21o | 58 | 2.3 |
-- worst max-delay path: cells and delay by family --
kind	cells	cell delay, ns
buffers and inverters	9	2.27
multiplexers	2	0.84
AND/OR/NAND/NOR	37	9.35
AND-OR/OR-AND	84	22.90
adder cells (fa/ha/maj)	18	5.42
-- per-stage QoR --
step	total power, mW	area (sq um)
CTS	0.303	20600
detailed placement	0.299	20600
floorplan	0.217	18800
global placement	0.302	20600
global route	0.338	20600
finish	0.305	20600
-- power groups by stage --
stage / clock [mW] / combinational (mW) / sequential (mW)
final: 0 / 0.305 / 0
after global routing: 0 / 0.338 / 0
after CTS: 0 / 0.303 / 0
-- final timing paths --
kind,start,endpoint,slack (ns),cells past startpoint
setup / recovery,B[15],Result[0],15.58,150
hold / removal,ALUControl[0],Result[17],38.97,6
-- kinds of logic (layout without fill, tap and decap cells) --
logic type	after synthesis	after routing	synth area share (%)
buffers and inverters	390	402	8.03
adder cells (fa/ha/maj)	439	439	34.2
XOR/XNOR	186	186	8.66
multiplexers	42	42	2.41
AND/OR/NAND/NOR	844	844	21.0
AND-OR/OR-AND	722	722	25.7
-- layout make-up --
cell class / instances / area [sq um] / share of cell area, %
tap: 837 / 1050 / 5.09
multi-input combinational: 2233 / 17400 / 84.4
inverter: 267 / 1000 / 4.87
timing repair buffer: 135 / 1170 / 5.67
-- cell usage in the layout, fill, tap and decap left out, types with 10 or more instances in the layout --
| cell | count |
|---|---|
| sky130_fd_sc_hd__o221ai_1 | 12 |
| sky130_fd_sc_hd__nand4_1 | 20 |
| sky130_fd_sc_hd__clkdlybuf4s50_1 | 62 |
| sky130_fd_sc_hd__mux2i_1 | 16 |
| sky130_fd_sc_hd__inv_1 | 258 |
| sky130_fd_sc_hd__o211ai_1 | 30 |
| sky130_fd_sc_hd__o31ai_1 | 22 |
| sky130_fd_sc_hd__a21boi_0 | 10 |
| sky130_fd_sc_hd__nand3_1 | 56 |
| sky130_fd_sc_hd__nand2b_1 | 20 |
| sky130_fd_sc_hd__xor2_1 | 53 |
| sky130_fd_sc_hd__buf_4 | 72 |
| sky130_fd_sc_hd__xnor2_1 | 133 |
| sky130_fd_sc_hd__nor2b_1 | 20 |
| sky130_fd_sc_hd__nor4_1 | 15 |
| sky130_fd_sc_hd__mux2_2 | 25 |
| sky130_fd_sc_hd__or3_1 | 31 |
| sky130_fd_sc_hd__and2_1 | 16 |
| sky130_fd_sc_hd__o22ai_1 | 24 |
| sky130_fd_sc_hd__or2_2 | 24 |
| sky130_fd_sc_hd__a21o_1 | 58 |
| sky130_fd_sc_hd__o21a_1 | 62 |
| sky130_fd_sc_hd__fa_1 | 125 |
| sky130_fd_sc_hd__a31oi_1 | 29 |
| sky130_fd_sc_hd__o21bai_1 | 11 |
| sky130_fd_sc_hd__nand2_1 | 278 |
| sky130_fd_sc_hd__o21ai_0 | 126 |
| sky130_fd_sc_hd__nor3_1 | 72 |
| sky130_fd_sc_hd__a211oi_1 | 27 |
| sky130_fd_sc_hd__ha_1 | 314 |
| sky130_fd_sc_hd__nor2_1 | 233 |
| sky130_fd_sc_hd__a221oi_1 | 12 |
| sky130_fd_sc_hd__and3_1 | 19 |
| sky130_fd_sc_hd__a21oi_1 | 181 |
-- per-layer routing --
metal | part of all wire, % | track usage (%) | vias up | wire length [um]
met2 | 43 | 34.7 | 837 | 30900
met4 | 3.4 | 6.29 | 2 | 2430
met3 | 8.3 | 3.65 | 114 | 5970
li1 | - | - | 9308 | -
met1 | 45 | 33.5 | 9007 | 32200
met5 | 0.011 | 0 | - | 8
Power and IR drop assume default switching activity.
