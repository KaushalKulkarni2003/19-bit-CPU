==> /design/flow/design.v <==
module Instruction_Memory(
    input rst,
    input [18:0] A,
    output [18:0] RD
);
reg [18:0] mem [0:127];
assign RD = (!rst) ? 19'd0 : mem[A];
initial begin
        mem[0] = {5'b00000, 3'd1, 3'd2, 3'd3, 5'b00000};
        mem[1] = {5'b00001, 3'd4, 3'd5, 8'd10};
        mem[2] = {5'b00010, 3'd7, 3'd6, 8'd20};
        mem[3] = {5'b00011, 3'd2, 3'd2, 8'd3};
        mem[4] = {5'b00000, 3'd1, 3'd2, 3'd3, 5'b00001};
        mem[5] = {5'b00100, 3'd2, 3'd3, 8'b11111110};
        mem[6] = {5'b00101, 14'd8};
        mem[7] = {5'b00110, 14'd10};
        mem[8] = {5'b00000, 3'd1, 3'd2, 3'd3, 5'b00010};
        mem[9] = {5'b00111, 14'd0};
end
endmodule
==> /design/flow/run.sh <==
#!/bin/bash
# OpenROAD 26Q1-2900-gdf79404cd8, Yosys 0.63+post, stock flow scripts
make -C /OpenROAD-flow-scripts/flow DESIGN_CONFIG=/design/flow/config.mk WORK_HOME=/design/flow/orfs finish
==> /design/flow/config.mk <==
export PLATFORM = sky130hd
export DESIGN_NAME = Instruction_Memory
export DESIGN_NICKNAME = Instruction_Memory
export VERILOG_FILES = /design/flow/design.v
export SDC_FILE = /design/flow/constraint.sdc
export NUM_CORES = 4
export LEC_CHECK = 1
export CORE_AREA = 10 10 70 70
export DIE_AREA = 0 0 80 80
==> /design/flow/constraint.sdc <==
current_design Instruction_Memory

set clk_period 1.0
set clk_io_pct 0.2

create_clock -name clk0 -period $clk_period

set non_clock_inputs [all_inputs -no_clocks]
set_input_delay [expr $clk_period * $clk_io_pct] -clock clk0 $non_clock_inputs
set_output_delay [expr $clk_period * $clk_io_pct] -clock clk0 [all_outputs]
==> datasheet_impl.txt <==
Summary of implementation characteristics

Parameter                              Value

Critical path
  Critical path required time .................. about 0.8 ns
  Crit. End Element .................. output port
  Number of buffer and inverter instances along the worst setup path .................. 4
  Critical path cell sequence .................. buf_8 > inv_8 > buf_6 > ha_4 > nand2b_4 > and3_4 > o21a_1 > buf_2
  Cell with the biggest individual delay on the critical path .................. sky130_fd_sc_hd__o21a_1
  Launching element type of the critical path .................. input port
  Critical-path maximum fanout .................. 4
  Cell family contributing the most delay on the critical path .................. buffers and inverters
  Stages on the worst setup path .................. 8
  Kind of critical path .................. in -> out
  Worst stage delay on the critical path .................. 0.16 ns
  Data arrival time of the worst path .................. 1.04 ns

Synthesis
  Cell area after technology mapping .................. 330 µm²
  Main area contributors .................. sky130_fd_sc_hd__ha_1, sky130_fd_sc_hd__buf_4, sky130_fd_sc_hd__a21oi_1, sky130_fd_sc_hd__nand2b_1, sky130_fd_sc_hd__nand2_1
  Cell count after synthesis .................. between 50 and 60
  Count of instantiated cells in the yosys netlist .................. 51
  Synth Area per Inst .................. about 6.5 µm²
  Most area-hungry cell type in the Yosys netlist .................. sky130_fd_sc_hd__ha_1
  Synth logic family .................. simple AND/OR/NAND/NOR gates
  Basic Gates by Area .................. between 20 and 30%
  Area share of the leading cell type in the synthesized netlist .................. a little under a quarter
  Share of synthesized area occupied by flip-flops and latches .................. 0%
  Syn. warnings .................. 1
  Post-synthesis xor/xnor area fraction .................. 0%
  FA/HA/MAJ Cells, Area Fraction .................. 22.7%
  And-or/or-and share of the synthesized area .................. 22.0%
  Yosys synthesis chip area .................. 330 µm²
  Count of different cell masters after synthesis .................. 18
  Proportion of synthesized area in mux cells .................. 6.06%

Job
  # Max-Cap Violations .................. 0
  Number of warnings in the stage logs .................. around 54

Die
  Die ar. .................. 6400 µm²
  Chip Height .................. about 80 µm
  Die outline width .................. 80 µm
  Initial Util .................. 9.67%
  Number of I/O pins .................. 39
  Standard cell core area .................. between 3000 and 4000 µm²
  Cell row count .................. 21

Worst hold path
  Hold WC Path Type .................. in -> out
  Worst Hold Depth .................. 3

Placement
  Last weighted congestion value of the routability-driven placer .................. 0.783
  Placed wire-length estimate after detailed placement .................. 1080 µm
  Port buffer count .................. 22

Finish
  Most frequent logic cells in the routed design .................. sky130_fd_sc_hd__buf_6, sky130_fd_sc_hd__buf_2, sky130_fd_sc_hd__buf_4, sky130_fd_sc_hd__ha_4, sky130_fd_sc_hd__a21oi_2
  Layout overhead on the synthesized area .................. 189%
  Number of clock buffers in the layout .................. 0
  Commonest non-fill, non-tap cell in the layout .................. sky130_fd_sc_hd__buf_6
  Storage element area .................. 0 µm²
  Layout cells sized above 1 .................. 82.8%
  Flop count .................. 0

Timing
  Post-route setup slack .................. -0.245 ns
  Fin. Hold Viols .................. 0
  Final min period .................. 1.24 ns
  Final Hold Slack .................. approximately 0.7 ns
  Final TNS setup .................. -2.50 ns
  Post-layout period usage .................. 124%
  Final setup viols .................. 17
  Highest attainable clock frequency .................. 803 MHz
  Final tally of max-slew violations .................. 0
  Unrepaired setup endpoints after global routing .................. yes

Drt
  Detailed-route DRC error count .................. 0
  Vias/cell .................. 3.63
  DRT antenna net count .................. 0
  Count of TritonRoute iterations in the first routing pass .................. 4
  N_diodes .................. 0
  Iteration-0 DRC count of the detailed router .................. 20
  DRT Wirelength .................. 1800 µm
  Wire per inst .................. between 10 and 15 µm
  Via total after detailed routing .................. 505

Global route
  Vias in the first global route .................. 534
  Sum of overflow across all layers after global routing .................. 0
  Pin count of the biggest net entering global routing .................. 11
  Antenna violations before repair .................. 0
  All-layer global routing usage .................. between 5 and 6%
  First-pass GRT wire length .................. ~2800 µm

Power
  PwrDens .................. around 370 nW/µm²
  P_leak .................. ~0.45 nW
  Worst vdd rail ir drop .................. 0.0715 mV

Status
  Outcome .................. finished, violations left
  Violated checks .................. setup timing

Clocking
  Post-CTS Hold Buffers .................. 0
## per-stage QoR
stage | util [%] | instances | cell area [µm²] | worst slack [ns] | power, mW
final | 28.0 | 139 | 956 | -0.245 | 0.352
after global routing | 28.0 | 139 | 956 | -0.285 | 0.382
after CTS | 25.8 | 137 | 882 | -0.231 | 0.307
after detailed placement | 19.1 | 125 | 652 | -1.08 | 0.211
after global placement | 19.1 | 125 | 652 | -1.11 | 0.212
after floorplan | - | 52 | 334 | 0.00970 | 0.0807
## where the power goes
group	total [mW]	internal (mW)	switching [mW]	leakage (nW)
Clock	0	0	0	0
Combinational	0.352	0.202	0.150	0.455
Sequential	0	0	0	0
## synthesized netlist by cell type, drive strengths merged
cell,instances
a21boi,1
a21oi,5
inv,3
ha,6
mux2i,2
nor2,5
nor3b,1
clkbuf,1
and2,1
buf,6
conb,1
nand3,1
nand2,6
o211a,1
and3,2
o21ai,3
o21a,2
nand2b,4
## routing by layer
metal	routed length [µm]	GRT usage, %
met1	763	6.53
met3	89	0.909
met4	19	0.528
met5	0	0
met2	925	9.31
## final timing paths
path,startpoint,end,slack (ns)
max,A[1],RD[9],-0.24
min,A[2],RD[13],0.71
## cell families (layout without fill, tap and decap cells)
logic type | after synthesis | after routing
buffers and inverters | 10 | 51
AND/OR/NAND/NOR | 20 | 20
adder cells (fa/ha/maj) | 6 | 6
other | 1 | 2
AND-OR/OR-AND | 12 | 12
multiplexers | 2 | 2
## final cells by class
type	count	area, µm²
Inverter	3	31.3
Timing Repair Buffer	48	408
Tap cell	46	57.6
Multi-Input combinational cell	42	459
Fill cell	354	2460
## what timing repair did
action                                  CTS  global route
pin swaps                                20            18
gates resized                           136            16
endpoints found under the setup margin   17            17
buffers inserted                         13             3
hold endpoints to repair                  0             0
No activity file was given, so power comes from the tool's default toggle rates.
