$ cat /design/flow/run.sh
#!/bin/bash
# OpenROAD 26Q1-2900-gdf79404cd8, Yosys 0.63+post, stock flow scripts
make -C /OpenROAD-flow-scripts/flow DESIGN_CONFIG=/design/flow/config.mk WORK_HOME=/design/flow/orfs finish
$ cat /design/flow/config.mk
export PLATFORM = sky130hd
export DESIGN_NAME = Data_Memory
export DESIGN_NICKNAME = Data_Memory
export VERILOG_FILES = /design/flow/design.v
export SDC_FILE = /design/flow/constraint.sdc
export NUM_CORES = 4
export LEC_CHECK = 1
export CORE_UTILIZATION = 50
export SYNTH_MEMORY_MAX_BITS = 65536
$ cat /design/flow/constraint.sdc
current_design Data_Memory

set clk_period 112.9
set clk_io_pct 0.2

create_clock -name clk0 -period $clk_period [get_ports {clk}]

set non_clock_inputs [all_inputs -no_clocks]
set_input_delay [expr $clk_period * $clk_io_pct] -clock clk0 $non_clock_inputs
set_output_delay [expr $clk_period * $clk_io_pct] -clock clk0 [all_outputs]
$ cat /design/flow/design.v
module Data_Memory(
    input clk,
    input rst,
    input WE,
    input [18:0] WD,
    input [18:0] A,
    output [18:0] RD
);
reg [18:0] mem [0:1023];
always @(posedge clk) begin
    if(WE)
        mem[A] <= WD;
end
assign RD = (!rst) ? 19'd0 : mem[A];
initial begin
    mem[30] = 19'd99;
end
endmodule
==> Slide: Implementation Results <==
Flow Results at a Glance

Critical path
  • Worst Path Max Fanout: 48
  • Crit path from: A[1]
  • WS Path Type: in2out
  • Data arrival, critical path: 35.04 ns
  • Startpoint Class: primary input
  • Crit end category: output pin
  • End of the critical path: RD[2]
  • Critical path data required time: 90.32 ns

Final timing
  • Fin crit period: 57.62 ns
  • RSZ-0062 raised after global routing: false
  • Fmax: 17.4 MHz
  • Final tally of setup violations: 0
  • Normalized max-slew margin: 3.34%
  • Tcrit/Tclk final: 51.0%
  • Final Hold Viols: 0
  • Worst Hold Slack: 21.58 ns
  • Pins Over Slew Limit: 0
  • Setup TNS: 0 ns
  • Slew @ Worst Pin: 1.45 ns

Yosys
  • Leading area contributor after synthesis: edfxtp_1
  • Register share after synthesis: 78.7%
  • Mapped Area: 742000 um2
  • Syn avg cell area: 19.6 um2
  • Distinct cells, synth: 61
  • Yosys cell count: 37822
  • FFs w/ async S/R, synth: 0%
  • Syn Inst Count: 37822
  • Yosys stat area: 742000 um2
  • Synthesis-stage register bit count: 19456
  • Top cells, area: edfxtp_1, mux2i_1, mux4_2
  • Max-area cell share: 78.7%
  • Dominant flop cell: edfxtp_1
  • EDFF count, synth: 19456
  • Yosys warnings: 1

Floorplanning
  • Core Region: 1480000 um2
  • Die width: 1.22 mm
  • Die Size: 1490000 um2
  • Initial Utilization: 50.1%
  • I/O pins: 60
  • Row cnt: 447
  • Die height: 1.22 mm

Global route
  • Number of global-route vias before repair: 402335
  • Global-route wire length before repair: 3060 mm
  • All-Layer GR Usage: 33.5%
  • Initial antenna violation count: 194
  • GRT overflow: 0
  • Largest net degree at the start of global routing: 133

Route
  • Vias per cell: 6.14
  • Drt pass-1 iters: 6
  • Via count: 380177
  • Starting DRT DRC Count: 25685
  • WL final: 2220 mm
  • Residual DRC count: 0
  • Routed Antenna Nets: 0
  • Detailed-route wire length per cell: 35.9 um

Flow run
  • Tool warnings: 86
  • Maxcap violations: 1

Layout
  • Max FFs per register: 19456
  • Largest regs: mem: 19456 flops
  • Post-Layout Cell Count: 61896
  • Syn-to-layout area delta: 13.2%
  • Fraction of layout cells with a size suffix above 1: 18.4%
  • Largest Register: mem
  • Post-layout util: 56.7%

Placed design
  • Routability cong.: 0.945
  • Placed insts: 57875
  • Port bufs: 50
  • Hpwl dp: 1340 mm

Clock tree
  • Clk sink count: 19456
  • Reg clk slew, reported paths: 0.06 ns
  • Post-cts gate resize count: 0
  • H-tree depth: 7
  • Post-CTS setup buffers: 0
  • Clock Path Buffers: 6
  • TritonCTS clock tree: yes
  • CTS Root Buffer Type: clkbuf_16
  • Total CTS buffers: 1979
  • CTS Hold Bufs: 0

Run status
  • Violated checks: max-capacitance violations
  • Outcome: finished with violations

Power and ir drop
  • Static leakage: 279 nW
  • Maximum vdd ir drop: 0.0000155 V
  • PD cells: 17.6 nW/um2

Min path
  • Min-delay worst type: in2reg
Yosys cell counts, types with 110 or more instances:
library cell  count
mux4_2         1482
nor4_1          660
nor2_1         1404
edfxtp_1      19456
nand4_1         169
nor3_1          136
o21ai_0         230
buf_2          1041
buf_4           261
nand2_1         522
mux2i_1        6830
o22ai_1        3036
buf_6           114
a22oi_1         611
buf_1           145
clkbuf_1        761
a31oi_1         110
nand3_1         224
worst max-delay path, cell delays in order:
cell,delay [ns]
buf_16,0.25
buf_4,0.61
buf_4,0.65
buf_4,0.65
buf_4,0.75
buf_4,0.62
buf_4,0.68
buf_4,0.55
buf_4,0.61
buf_4,0.64
buf_4,0.68
buf_4,0.72
mux2i_1,0.29
o22ai_1,0.13
nor4_1,0.51
nand2_1,0.14
a22oi_1,0.52
nand2_1,0.77
or4_1,1.18
o31a_1,0.61
clkdlybuf4s50_1,0.49
power breakdown:
group	internal, mW	total, mW	leakage [nW]	switching (mW)
Clock	3.51	6.15	29.5	2.64
Sequential	7.95	7.95	175	0.000970
Combinational	0.193	0.675	74.7	0.481
logic make-up (layout without fill, tap and decap cells):
family	after synthesis	count (layout)	share of synthesized area, %
DFF	19456	19456	78.7
muxes	8349	8349	13.8
AOI/OAI and AO/OA	4395	4395	3.84
and+or+nand+nor	3296	3296	2.11
buffers and inverters	2326	6163	1.60
other	0	481	0
placed cells by master, fill, tap and decap left out, types with 64 or more instances in the layout:
master | synthesis | layout
a31oi_1 | 110 | 100
diode_2 | 0 | 481
bufinv_16 | 0 | 126
nor2_2 | 0 | 836
clkbuf_1 | 761 | 477
clkbuf_16 | 0 | 2006
o211ai_1 | 64 | 64
nand2_1 | 522 | 470
a221oi_1 | 67 | 67
clkinv_1 | 1 | 500
o21ai_0 | 230 | 214
nor4_1 | 660 | 649
mux2i_1 | 6830 | 6830
buf_4 | 261 | 2518
or4_1 | 80 | 79
clkinv_2 | 0 | 361
a21oi_1 | 101 | 97
nand3_1 | 224 | 219
mux4_2 | 1482 | 1482
nor2_1 | 1404 | 557
nand4_1 | 169 | 169
o22ai_1 | 3036 | 3036
a22oi_1 | 611 | 611
edfxtp_1 | 19456 | 19456
nor3_1 | 136 | 131
o2111ai_1 | 79 | 77
final cells by class:
cell class	instances	area, um2
clock inverters	1057	8170
clock buffers	2483	52000
inverters	4	30.0
multi-input cells	16040	149000
diodes	481	1200
fillers	106633	641000
flip-flops and latches	19456	584000
well taps	19756	24700
repair buffers	2619	20600
metal layers:
metal / share of wire, % / GRT usage (%)
met5: 0.47 / 6.55
met1: 28 / 37.0
met2: 45 / 45.0
met3: 21 / 30.5
met4: 5.7 / 14.4
through the flow:
| step | cell area, um2 | setup slack [ns] | power (mW) |
|---|---|---|---|
| 2_1_floorplan | 742000 | 65.06 | 8.42 |
| 3_3_place_gp | 779000 | 55.66 | 8.76 |
| 3_5_place_dp | 779000 | 55.60 | 8.77 |
| 4_1_cts | 839000 | 55.59 | 14.8 |
| 5_1_grt | 840000 | 54.85 | 15.2 |
| 6_report | 840000 | 55.28 | 14.8 |
how the worst min path moves through the flow:
stage	startpoint	to	slack [ns]	cells past startpoint
CTS	WD[11]	mem[548][11]	21.52	1
global route	WD[11]	mem[548][11]	21.56	1
finish	WD[11]	mem[548][11]	21.58	1
Power and IR drop assume default switching activity.
